**./config.mk**
```make
export PLATFORM = sky130hd
export DESIGN_NAME = top
export DESIGN_NICKNAME = top
export VERILOG_FILES = /design/flow/design.v
export SDC_FILE = /design/flow/constraint.sdc
export NUM_CORES = 4
export LEC_CHECK = 1
export CORE_UTILIZATION = 50
```
**./constraint.sdc**
```tcl
current_design top

set clk_period 4.7
set clk_io_pct 0.2

create_clock -name clk0 -period $clk_period [get_ports {clk}]

set non_clock_inputs [all_inputs -no_clocks]
set_input_delay [expr $clk_period * $clk_io_pct] -clock clk0 $non_clock_inputs
set_output_delay [expr $clk_period * $clk_io_pct] -clock clk0 [all_outputs]
```
**./design.v**
```verilog
`timescale 1ns / 1ps
module Keypad(clk_1ms, row, col, LED, clk_1s);
    input wire clk_1ms;
    input wire clk_1s;
    input wire [3:0] row; 
    output reg [3:0] col = 4'b0000;
    output reg [3:0] LED;
     always @ (posedge clk_1s)
        begin
            case(col)
                4'b0111:
                begin
                    if(row == 4'b0111) 
                    LED = 13;
                    else if(row == 4'b1011) 
                    LED = 12;
                    else if(row == 4'b1101) 
                    LED = 11;
                    else if(row == 4'b1110) 
                    LED = 10;
                    else LED = 0;
                end
                4'b1011:
                begin
                    if(row == 4'b0111) 
                    LED = 14;
                    else if(row == 4'b1011) 
                    LED = 9;
                    else if(row == 4'b1101) 
                    LED = 6;
                    else if(row == 4'b1110) 
                    LED = 3;
                    else LED = 0;
                end
                4'b1101:
                begin
                    if(row == 4'b0111) 
                    LED = 15;
                    else if(row == 4'b1011) 
                    LED = 8;
                    else if(row == 4'b1101) 
                    LED = 5;
                    else if(row == 4'b1110) 
                    LED = 2;
                    else LED = 0;
                end
                4'b1110:
                begin
                    if(row == 4'b0111) 
                    LED = 0;
                    else if(row == 4'b1011) 
                    LED = 7;
                    else if(row == 4'b1101) 
                    LED = 4;
                    else if(row == 4'b1110) 
                    LED = 1;
                    else LED = 0;
                    end
                    default: LED = 0; 
        endcase
       end
       always @ (posedge clk_1s)
       begin
       case (col)
       4'b0111: col <= 4'b1011;
       4'b1011: col <= 4'b1101;
       4'b1101: col <= 4'b1110;
       4'b1110: col <= 4'b0111;
       default: col <= 4'b0111;   
       endcase
       end
endmodule
`timescale 1ns / 1ps
module NSL(
clk_1ms, LED, dispense, change, led_reset, ps, CurrProd, CurrPrice, money, btn, clk_1s, refnd, E_quantity
    );
 input wire clk_1ms;
 input wire clk_1s;
 input wire [3:0] LED;
 output reg dispense;
 output reg [3:0] change;
 output reg led_reset;
 input wire btn;
 input wire refnd;
 reg flag = 1'b0;
 reg flag2 = 1'b0;
 output reg [2:0] ps;
 reg [2:0] ns;
 parameter Reset   =  0;
 parameter ProdSel =  1;
 parameter AmtSel  =  2;
 parameter Disp    =  3;
 parameter Chng    =  4;
 parameter Refund  =  5;
 parameter Stock =  6;
 parameter A_price = 06;
 parameter B_price = 05;
 parameter C_price = 09;
 parameter D_price = 04;
 parameter E_price = 11;
 reg [3:0] A_quantity = 10;
 reg [3:0] B_quantity = 4;
 reg [3:0] C_quantity = 1;
 reg [3:0] D_quantity = 3;
 output reg [3:0] E_quantity = 2;
 output reg [3:0] CurrProd;
 output reg [3:0] CurrPrice;
 output reg [3:0] money;  
 always @ (posedge clk_1ms)
 ps <= ns;
 always @ (posedge clk_1ms)
    begin
    case(ps)
        Reset:  
        begin
            led_reset = 1'b1;
            if (LED == 4'hA ||LED == 4'hB||LED == 4'hC||LED == 4'hD||LED == 4'hE)  
            begin
                ns <= ProdSel;
                CurrProd <= LED;
            end
            else 
                begin
                    flag = 1'b0;
                    flag2 = 1'b0;
                    money = 0;
                    change = 0;
                    dispense = 1'b0;
                    CurrPrice = 4'bzzzz; 
                end
        end 
        ProdSel:
        begin
            if (LED == 4'hA || LED == 4'hB || LED == 4'hC || LED == 4'hD || LED == 4'hE)  
            begin
                CurrProd = LED;
                ns <= ProdSel;
            end
            else if (LED == 4'h1 || LED == 4'h2 || LED == 4'h5)  
            begin
                ns <= AmtSel;
                money <= money + LED;
            end
            case (CurrProd)
                4'hA:CurrPrice = A_price;
                4'hB:CurrPrice = B_price;
                4'hC:CurrPrice = C_price;
                4'hD:CurrPrice = D_price;
                4'hE:CurrPrice = E_price;
                default: CurrPrice = 0;
            endcase
            case (CurrProd)    
                4'hA: if (A_quantity == 4'h0) ns <= Stock;
                4'hB: if (B_quantity == 4'h0) ns <= Stock;
                4'hC: if (C_quantity == 4'h0) ns <= Stock;
                4'hD: if (D_quantity == 4'h0) ns <= Stock;
                4'hE: if (E_quantity == 4'h0) ns <= Stock;
                default : ns <= ProdSel;
            endcase 
        end
        AmtSel: 
        begin
            led_reset = ~led_reset;
            if (refnd)
                ns <= Refund;
            case (LED)
            4'h1: 
            begin
                money <= money + 1;
            end
            4'h2: 
            begin
                money <= money + 2;
            end
            4'h5: 
            begin
                money <= money + 5;
            end
            default: money <= money;
            endcase
            if (money >= CurrPrice)
            begin
                ns <= Disp;
            end
        end 
        Disp:   
        begin 
            dispense <= 1'b1;  
            if (flag2 == 1'b0)
            begin 
                case(CurrProd)
                4'hA: A_quantity = A_quantity -1;
                4'hB: B_quantity = B_quantity -1;
                4'hC: C_quantity = C_quantity -1;
                4'hD: D_quantity = D_quantity -1;
                4'hE: E_quantity = E_quantity -1;
                default: A_quantity = A_quantity;
                endcase
            end
            flag2 = 1'b1;
            if (btn)
                ns <= Reset;
            else if (money > CurrPrice)
                ns <= Chng;
            else if (money == CurrPrice)
            begin
                ns <= Disp;
            end
        end 
        Chng:   
        begin
            if (flag == 1'b0)
                change <= (money-CurrPrice); 
            if (btn)
                ns <= Reset;
            else 
            begin
                ns <= Chng;
                flag = 1'b1;
            end
        end
        Refund: 
        begin
            change <= money;             
            if (btn)
                ns <= Reset;
            else ns <= Refund;
        end
        Stock:
        begin
            if (btn)
                ns <= Reset;
            else ns <= Stock;
        end
        default: 
        begin 
            ns <= Reset;
            led_reset = 1'b0;
        end
    endcase
    end
endmodule
`timescale 1ns / 1ps
module clock_divider(
    clk,
    clk_1ms, clk_1s
    );
    reg [27:0] i = 0;
    reg [27:0] j = 0;
    input wire clk;
    output reg clk_1ms = 0;
    output reg clk_1s = 0;
    always @ (posedge clk)
    begin
        if (i == 49999) 
        begin
            i <= 0;
            clk_1ms = ~clk_1ms;
        end
        else i <= i+1;
    end
    always @ (posedge clk)
    begin
        if (j == 2499999) 
        begin
            j <= 0;
            clk_1s = ~clk_1s;
        end
        else j <= j+1;
    end
endmodule
`timescale 1ns / 1ps
module sevenseg(clk_1ms, ps, anode, dout, LED, led_check, CurrPrice, CurrProd, money);
    input wire clk_1ms;
    input wire [2:0] ps;
    input wire [3:0] LED;
    input wire [3:0] CurrProd;
    input wire [3:0] CurrPrice;
    input wire [3:0] money;
    output reg [3:0] anode;
    output reg [6:0] dout;
    output reg led_check;
    parameter Reset   =  0;
    parameter ProdSel =  1;
    parameter AmtSel  =  2;
    parameter Disp    =  3;
    parameter Chng    =  4;
    parameter Refund  =  5;
    parameter Stock =  6;
    function [6:0] prod_disp; 
    input [3:0] CurrProd;
    input [3:0] CurrPrice;
    input [3:0] anode;
    if (anode == 4'b1110)
    begin 
    case (CurrProd)
        4'hA : prod_disp = 7'b0001000;   
        4'hB : prod_disp = 7'b0000011;   
        4'hC : prod_disp = 7'b1000110;   
        4'hD : prod_disp = 7'b0100001;   
        4'hE : prod_disp = 7'b0000110;   
      default: prod_disp = 7'b1111111;
     endcase
     end  
   else if (anode == 4'b1101)
    case(CurrPrice)
        4'h0 : prod_disp = 7'b1000000;   
        4'h1 : prod_disp = 7'b1111001;   
        4'h2 : prod_disp = 7'b0100100;   
        4'h3 : prod_disp = 7'b0110000;   
        4'h4 : prod_disp = 7'b0011001;   
        4'h5 : prod_disp = 7'b0010010;   
        4'h6 : prod_disp = 7'b0000010;   
        4'h7 : prod_disp = 7'b1111000;   
        4'h8 : prod_disp = 7'b0000000;   
        4'h9 : prod_disp = 7'b0010000;   
        4'hA : prod_disp = 7'b1000000;   
        4'hB : prod_disp = 7'b1111001;   
        4'hC : prod_disp = 7'b0100100;   
        4'hD : prod_disp = 7'b0110000;   
        4'hE : prod_disp = 7'b0011001;   
        4'hF : prod_disp = 7'b0010010;   
     default : prod_disp = 7'b1111111;
    endcase
    endfunction
    always @ (posedge clk_1ms)
    begin
        led_check = ~led_check;
        case (anode)
        4'b0111: anode <= 4'b1011;
        4'b1011: anode <= 4'b1101;
        4'b1101: anode <= 4'b1110;
        4'b1110: anode <= 4'b0111;
        default: anode <= 4'b0111;
        endcase
    end
    always @ (posedge clk_1ms)
    begin
    case (ps)
        Reset: 
            begin
                if (anode == 4'b1110) 
                    dout  <= 7'b0000011; 
                else if (anode == 4'b0111)
                    dout  <= 7'b1000001; 
                else if (anode == 4'b1011)
                    dout  <= 7'b0010001; 
                else dout <= 7'b1111111; 
            end
        ProdSel:
        begin
            if (anode == 4'b1110) 
            begin   
                 dout <= prod_disp(CurrProd, CurrPrice, anode);
            end
            if (anode ==4'b0111)
            begin
                dout <= 7'b1111111;
            end
            if (anode == 4'b1011)
            begin
                if (CurrPrice < 4'hA)
                    dout <= 7'b1000000;   
                else if (CurrPrice == 4'bzzzz) 
                    dout <= 7'b1111111;
                else dout <= 7'b1111001;   
            end
            if (anode == 4'b1101)
            begin
                dout <= prod_disp(CurrProd, CurrPrice, anode);
            end
        end
        AmtSel:
        begin
            if (anode == 4'b1110) 
            begin   
                 dout <= prod_disp(CurrProd, CurrPrice, anode);
            end
            if (anode ==4'b0111)
            begin
                 dout <= 7'b0111111;
            end
            if (anode == 4'b1011)
            begin
                if ((CurrPrice-money) < 4'hA)  
                    dout <= 7'b1000000;   
                else dout <= 7'b1111001;   
            end
            if (anode == 4'b1101)
            begin
                dout <= prod_disp(CurrProd, (CurrPrice-money), anode);  
            end
        end
        Disp:
        begin 
            if (anode == 4'b1110) 
                dout  <= 7'b0100001; 
            else if (anode == 4'b0111)
                dout  <= 7'b1111001; 
            else if (anode == 4'b1011)
                dout  <= 7'b0010010; 
            else dout <= 7'b0001100; 
        end
        Chng:
        begin 
            if (anode == 4'b1110) 
                dout  <= 7'b1000110; 
            else if (anode == 4'b0111)
                dout  <= 7'b0001001; 
            else if (anode == 4'b1011) 
                if ((money-CurrPrice) < 4'hA)  
                    dout <= 7'b1000000;   
                else dout <= 7'b1111001;   
            else dout <= prod_disp(CurrProd, (money-CurrPrice), anode);  
        end
        Refund:
        begin
            if (anode == 4'b1110) 
                dout  <= 7'b0101111; 
            else if (anode == 4'b0111)
                dout  <= 7'b0001110; 
            else if (anode == 4'b1011) 
                if ((money) < 4'hA)  
                    dout <= 7'b1000000;   
                else dout <= 7'b1111001;   
            else dout <= prod_disp(CurrProd, (money), anode);  
        end
        Stock:
        begin
            if (anode == 4'b1110) 
                dout  <= 7'b0101011; 
            else if (anode == 4'b0111)
                dout  <= 7'b0100011; 
            else if (anode == 4'b1011)
                dout  <= 7'b1111111; 
            else  
                begin
                    case (CurrProd)
                        4'hA : dout <= 7'b0001000;   
                        4'hB : dout <= 7'b0000011;   
                        4'hC : dout <= 7'b1000110;   
                        4'hD : dout <= 7'b0100001;   
                        4'hE : dout <= 7'b0000110;   
                      default: dout <= 7'b1111111;
                    endcase
                end
        end
        default: 
        begin
            dout <= 7'b1111111;
        end
    endcase
    end
endmodule
`timescale 1ns / 1ps
module top(
    clk, row, col,
    an, seg, led_reset, led_check, ps, dispense, money, btn, refnd, dp, E_quantity
    );
    input wire clk;
    input wire [3:0] row;
    input wire btn;
    input wire refnd;
    output [3:0] an;
    output reg dp = 1'b1;
    output [6:0] seg;
    output led_reset;
    output wire [3:0] col;
    output wire dispense; 
    output wire [2:0] ps;
    output wire led_check;
    output wire [3:0] money; 
    output wire [3:0] E_quantity;
    wire clk_1ms, clk_1s;
    wire [3:0] LED;
    wire [3:0] change;
    wire [2:0] ns;
    wire [6:0] dout;
    wire [3:0] CurrProd;
    wire [3:0] CurrPrice;
    clock_divider c1 (.clk(clk), .clk_1ms(clk_1ms), .clk_1s(clk_1s));   
    Keypad k1(.clk_1ms(clk_1ms), .row(row), .col(col), .LED(LED), .clk_1s(clk_1s));
    NSL n1(.clk_1ms(clk_1s), .LED(LED), .dispense(dispense), .change(change), .led_reset(led_reset), .ps(ps), .CurrProd(CurrProd), .CurrPrice(CurrPrice), .money(money), .btn(btn), .refnd(refnd), .E_quantity(E_quantity)); 
    sevenseg s1(.clk_1ms(clk_1ms), .ps(ps), .anode(an), .dout(seg), .LED(LED), .led_check(led_check), .CurrProd(CurrProd), .CurrPrice(CurrPrice), .money(money));
endmodule
```
**./run.sh**
```bash
#!/bin/bash
# OpenROAD 26Q1-2900-gdf79404cd8, Yosys 0.63+post, stock flow scripts
make -C /OpenROAD-flow-scripts/flow DESIGN_CONFIG=/design/flow/config.mk WORK_HOME=/design/flow/orfs finish
```
==> results.txt <==
Results of the implementation run.

Looking at the setup timing report, the critical path kind is reg -> reg. The total I/O pin count is 37. Data on the critical path is required at its endpoint by 4.65 ns.

The destination of the worst register-to-register timing path is c1.clk_1ms. The count of warning messages emitted by the tools came out at 45. The area of all placed cells without fillers is 9060 sq um. By area the synthesized netlist is led by sky130_fd_sc_hd__dfxtp_1, sky130_fd_sc_hd__edfxtp_1, sky130_fd_sc_hd__ha_1.

The share of the Yosys chip area taken by registers is 37.2%. Yosys reports that the most numerous cell types are sky130_fd_sc_hd__dfxtp_1, sky130_fd_sc_hd__nor2_1, sky130_fd_sc_hd__nand2_1. The number of unconstrained endpoints came out at 142.

For this run the detailed placement stage logged an HPWL of 14.5 mm. The async set-reset flop share out of synthesis is 0%. The clock arrives with 0.00633 ns of skew. The final timing report counts setup violations totalling 0.

The final layout report lists a filler cell count of 1,453. According to the hold report, the worst path is of the reg -> reg type. The number of max-slew violations in the final report is 0. The count of unclocked register or latch pins came out at 75. The routed layout has 6,707 vias. The average detailed-routed wire length per instance came out at 16.2 um. Excluding fillers, the count of instances in the completed layout stands at 1,175. The final weighted congestion of routability-driven global placement came out at 0.984.

The final timing summary puts the cycle share of the worst path at 44.8%. For flop-to-flop paths, the worst setup slack is 2.60 ns. The synthesis stat section lists a flop and latch total of 133.

Post-CTS repair changed the size of 0 cells. The number of hold-slack violations in the final timing report is 0. VDD sags by at most 0.000262 V. The data arrival time reported for the critical path is 2.05 ns. In this run the core area contains 46 standard-cell rows. According to the floorplan report, the placeable core area is 16,000 sq um. Per STA, the endpoint of the critical path is c1.clk_1ms. The number of antenna-violating nets in the routed design came out at 0. Setup repair after global routing left no endpoint under its margin. The area share of the largest cell type after synthesis came out at 22.6%. The count of routing violations after the opening detailed-route iteration is 475.

OpenSTA, run right after detailed placement, puts the worst setup slack at 2.61 ns. The clock-pin slew of the registers on the worst-case setup and hold paths came out at 0.05 ns. The CTS report gives the tree buffer count as 9. The placed cell count is 1,159. The most frequently used cell type in the post-synthesis netlist is sky130_fd_sc_hd__dfxtp_1. The cell type that accounts for the most area after synthesis is sky130_fd_sc_hd__dfxtp_1.

Looking at the clock tree report, the H-tree level count equals 3. The horizontal die dimension reported for this design is 130 um. The smallest setup slack after layout came out at 2.60 ns. The cell count in the Yosys report came out at 940. The total global routing overflow came out at 0. In this run the deepest clock path goes through 2 buffers.

TritonCTS built the clock tree. The combined global-route utilization of all metal layers came out at 23.9%. The post-placement cell area came out at 8720 sq um. The repair_antennas step left the layout with diodes totalling 0. The routed layout reports a DRC error count of 0. The number of global-route vias before repair is 6,033. The worst setup path is launched from a register. The predominant post-synthesis flop cell is sky130_fd_sc_hd__dfxtp_1. The cell count after synthesis came out at 940.

The worst-margin pin slew came out at 0.951 ns. The count of input and output buffers is 35. The proportion of layout cells with a drive suffix above 1 came out at 5.53%. The design draws 1230 uW. STA lists the startpoint of the worst register-to-register path as c1.i[0].

For this run, the number of Yosys warnings is 49. The number of antenna violations at the first check in global routing came out at 0. The maximum number of pins on one net before global-route repair came out at 64. The startpoint of the most critical setup path is c1.i[0].

The number of buffers inserted by post-CTS setup repair is 0. The worst register-to-register path has a depth of 5. The power density over the cells is 135 nW/um^2. The y dimension of the die is 130 um. The via density per instance is 5.71. The leakage power figure came out at 0.00338 uW. The maximum clock frequency came out at 475 MHz. The total iterations of the first detailed-routing run is 5. The final layout reports a setup TNS of 0 ns.

The flow ran to the end, and the final reports show no timing, DRC or antenna violations. The post-synthesis instance area came out at 8230 sq um. The tree is rooted in a sky130_fd_sc_hd__clkbuf_16. The layout overhead on the synthesized area is 10.1%. The floorplan core density is 51.4%. The total die size came out at 17,000 sq um. The clock latency of the later-clocked register in the worst-skew pair came out at 0.32 ns. The average footprint of a synthesized cell came out at 8.75 sq um. The worst-case max-slew headroom was logged as 36.1%. Per the detailed-route log, wirelength across all metal layers totals 19.0 mm. Yosys mapped a number of flops with a built-in enable equal to 40.

The largest fanout on the critical path is 10. The global-route wire length before repair is 30.8 mm. The worst setup path is captured at a register. The minimum clock period is 2.10 ns.

The max-capacitance violation count is 0. The hold-fix buffer count after cts is 0. After synthesis, the netlist uses 84 different library cells. The chip area from the yosys synthesis statistics came out at 8230 sq um.
[final cells by class]
cell class / instances / area (sq um) / share of cell area (%)
Timing Repair Buffer: 39 / 380 / 4.20
Clock inverter: 4 / 71.3 / 0.787
Tap cell: 216 / 270 / 2.98
Clock buffer: 12 / 267 / 2.94
Sequential cell: 133 / 3060 / 33.8
Inverter: 68 / 255 / 2.82
Multi-Input combinational cell: 703 / 4750 / 52.5
[worst max-delay path, stage by stage, from the launching register on]
cell and delay (ns):
sky130_fd_sc_hd__dfxtp_1 0.37, sky130_fd_sc_hd__ha_1 0.20, sky130_fd_sc_hd__nand3_1 0.16, sky130_fd_sc_hd__inv_1 0.08
sky130_fd_sc_hd__nand3_1 0.10, sky130_fd_sc_hd__nor4_2 0.80
[power breakdown]
part / internal [uW] / switching (uW)
Sequential: 495 / 0
Clock: 505 / 207
Combinational: 8.81 / 9.24
Total: 1010 / 217
[logic make-up (layout without fill, tap and decap cells)]
group	Yosys count	after routing	synth area share (%)
adder cells (fa/ha/maj)	46	46	7.24
XOR/XNOR	83	83	8.93
multiplexers	27	27	3.91
AND-OR/OR-AND	212	212	17.1
other	1	1	0.0456
flip-flops	133	133	37.2
AND/OR/NAND/NOR	334	334	20.5
buffers and inverters	104	123	4.99
[layer usage]
layer | part of all wire [%] | track usage (%)
met5 | 0 | 0
met2 | 46 | 37.8
met4 | 1.2 | 2.53
met3 | 4.6 | 2.55
met1 | 49 | 38.1
[worst min-delay path by stage]
| stage | depth (start not counted) | slack, ns | start | to |
|---|---|---|---|---|
| 4_1_cts | 1 | 0.46 | c1.j[4] | c1.j[4] |
| 5_1_grt | 1 | 0.47 | c1.j[4] | c1.j[4] |
| 6_report | 1 | 0.46 | c1.j[4] | c1.j[4] |
[layout by cell type, fill, tap and decap left out, types with 18 or more instances in the layout]
| master | n |
|---|---|
| sky130_fd_sc_hd__xor2_1 | 40 |
| sky130_fd_sc_hd__edfxtp_1 | 40 |
| sky130_fd_sc_hd__clkdlybuf4s50_1 | 35 |
| sky130_fd_sc_hd__dfxtp_1 | 93 |
| sky130_fd_sc_hd__nand2_1 | 77 |
| sky130_fd_sc_hd__a21oi_1 | 49 |
| sky130_fd_sc_hd__nand4_1 | 18 |
| sky130_fd_sc_hd__nor2b_1 | 20 |
| sky130_fd_sc_hd__o21ai_0 | 46 |
| sky130_fd_sc_hd__ha_1 | 42 |
| sky130_fd_sc_hd__nand3_1 | 40 |
| sky130_fd_sc_hd__nor3_1 | 21 |
| sky130_fd_sc_hd__inv_1 | 65 |
| sky130_fd_sc_hd__xnor2_1 | 42 |
| sky130_fd_sc_hd__nor2_1 | 82 |
[metrics by stage]
step / hold WS (ns) / util, %
5_1_grt: 0.467 / 56.6
3_3_place_gp: 0.441 / 54.5
2_1_floorplan: 0.430 / -
6_report: 0.458 / 56.6
4_1_cts: 0.461 / 56.6
3_5_place_dp: 0.450 / 54.5
No activity file was given, so power comes from the tool's default toggle rates.
